### config.mk
export PLATFORM = sky130hd
export DESIGN_NAME = led_flasher
export DESIGN_NICKNAME = led_flasher
export VERILOG_FILES = /design/flow/design.v
export SDC_FILE = /design/flow/constraint.sdc
export NUM_CORES = 4
export LEC_CHECK = 1
export CORE_UTILIZATION = 30
### constraint.sdc
current_design led_flasher

set clk_period 6.1
set clk_io_pct 0.2

create_clock -name clk0 -period $clk_period [get_ports {clk}]

set non_clock_inputs [all_inputs -no_clocks]
set_input_delay [expr $clk_period * $clk_io_pct] -clock clk0 $non_clock_inputs
set_output_delay [expr $clk_period * $clk_io_pct] -clock clk0 [all_outputs]
### design.v
module freq_divider
	#(parameter DIV_BUS = 32)
	(input logic inclk, input logic rst, input logic [DIV_BUS - 1:0] div, output logic outclk);
	logic [DIV_BUS - 1:0] counter;
	always_ff @(posedge inclk, posedge rst) begin
		if(rst) begin
			counter <= 'b0;
		end
		else begin
			counter <= counter + 'd1;
			if (counter >= div - 'd1) 	counter <= 'b0;
			if(counter < (div >> 1)) 	outclk <= 1'b1;
			else 								outclk <= 1'b0;
		end
	end
endmodule
module led_flasher
    #(parameter N = 8, parameter DIV_BUS = 32, parameter DIVIDER = 50_000_000)
    (input logic clk, input logic rst, output logic[N-1:0] outLED);
    logic divided_clock;		 
    logic incr;         		 
    freq_divider #(.DIV_BUS(DIV_BUS)) 
    led_flash_divider (	.inclk(clk),
								.outclk(divided_clock),
								.rst(rst),
								.div(DIVIDER));
	 always_ff @(posedge divided_clock, posedge rst) begin
		if(rst) begin
			incr <= 1'b0;
			outLED[N-1:0] <= 'b1000 ;
		end
		else begin
			if(outLED[N-1]) begin
				incr <= 1'b0;
				outLED[N-1:N-2] <= 2'b01;
			end
			else if (outLED[0]) begin
				incr <= 1'b1;
				outLED[1:0] <= 2'b10;
			end
			else outLED <= incr ? outLED << 1 : outLED >> 1;
		end 
	end		
endmodule
### run.sh
#!/bin/bash
# OpenROAD 26Q1-2900-gdf79404cd8, Yosys 0.63+post, stock flow scripts
make -C /OpenROAD-flow-scripts/flow DESIGN_CONFIG=/design/flow/config.mk WORK_HOME=/design/flow/orfs finish
==> flow.log <==
[report] extracting results
[metrics] status: finished clean
[metrics] Layout Skew: 0.00825 ns
[metrics] CTS root buf: sky130_fd_sc_hd__clkbuf_8
[metrics] count of vias placed by the detailed router: 1565
[metrics] share of the cycle needed by the critical path after routing: 39.1%
[metrics] top fanout value on the critical path: 17
[metrics] vias in the first global route: 1415
[metrics] proportion of power drawn by the clock network: 47.3%
[metrics] Finish-stage setup viols: 0
[metrics] crit path DAT: 2.55 ns
[metrics] chip area line of the yosys report: 2020 um^2
[metrics] area of the multi-input gates: 923 um^2
[metrics] number of cells in the yosys synthesis report: 202
[metrics] Reg area: 1060 um^2
[metrics] Yosys warning total: 2
[metrics] FP Util: 31.5%
[metrics] number of distinct library cells after synthesis: 32
[metrics] critical path endpoint category: flop
[metrics] leakage power: 0.841 nW
[metrics] number of DRC violations after detailed routing: 0
[metrics] combinational group share of total power: 1.8%
[metrics] floorplan die area: 7080 um^2
[metrics] mapped cell area: 2020 um^2
[metrics] total iterations of the first detailed-routing run: 4
[metrics] FILL cells: 627
[metrics] mean instance size in the synthesized netlist: 10.0 um^2
[metrics] Max Root-Sink Buffers: 2
[metrics] Register-to-Register Setup Slack: 3.71 ns
[metrics] TritonCTS clock tree: done
[metrics] largest delay contributor family on the critical path: simple AND/OR/NAND/NOR gates
[metrics] Worst Path Class, Setup: reg2reg
[metrics] Critical Path Sink: led_flash_divider.counter[9]
[metrics] total half-perimeter wirelength after legalization and detailed placement: 2520 um
[metrics] fraction of power consumed by sequential logic: 50.9%
[metrics] power dissipated by switching net loads: 0.0939 mW
[metrics] Registers, synthesis: 42
[metrics] non-filler instance count after layout: 294
[metrics] sequential element share of the synthesized area: 52.3%
[metrics] insertion delay to the later sink of the worst-skew pair: 0.29 ns
[metrics] Overflow after GRT: 0
[metrics] Sum Neg Setup Slack: 0 ns
[metrics] fmax: 419 MHz
[metrics] critical path startpoint category: flop
[metrics] Core Box Area: 6420 um^2
[metrics] required time at the endpoint of the critical path: 6.27 ns
[metrics] post-detailed-route wirelength per cell: 13.4 um
[metrics] register pins left without a clock: 9
[metrics] count of antenna-violating nets left after detailed routing: 0
[metrics] worst r2r src: led_flash_divider.counter[0]
[metrics] area share, top type: 49.5%
[metrics] number of maximum-capacitance violations: 0
[metrics] 1st-iter DRT viols: 106
[metrics] Power per Cell Area: 190 nW/um^2
[metrics] clock transition at the register clock pins on the worst setup and hold paths after CTS: 0.07 ns
[metrics] Main area contributors: sky130_fd_sc_hd__dfrtp_1 (49%), sky130_fd_sc_hd__or4_1 (4.5%), sky130_fd_sc_hd__nor3_1 (4.0%)
[metrics] critical register-to-register path endpoint: led_flash_divider.counter[9]
[metrics] Worst Hold Class: reg2reg
[metrics] endpoints left unconstrained: 17
[metrics] sum of internal, switching and leakage power: 0.441 mW
[metrics] critical path startpoint: led_flash_divider.counter[0]
[metrics] layout cells sized above 1: 7.83%
[metrics] number of top-level pins: 10
[metrics] Cell Int Power: 0.347 mW
[metrics] path length in cells of the critical path: 6
[metrics] H-tree levels: 2
[metrics] worst supply voltage drop on vdd: 0.0778 mV
[metrics] cell chain of the critical path: ha_1 > and3_1 > nand2_1 > a211oi_2 > buf_4 > nor3_1
[metrics] global router's overall resource usage: 12.5%
[metrics] number of buffers and inverters on the critical path: 1
[metrics] post-cts hold buffer count: 0
[metrics] R2R cell count: 6
[metrics] count of standard-cell rows: 29
[metrics] final number of hold-violating endpoints: 0
[metrics] RD Place Congestion: 0.762
[metrics] number of antenna cells inserted: 0
[metrics] Area growth syn-to-layout: 15.0%
[metrics] total instance count after detailed placement: 286
[metrics] die width: 84.1 um
[metrics] Setup Buffers After CTS: 0
[metrics] slowest stage cell on the critical path: sky130_fd_sc_hd__a211oi_2
[metrics] switch share: 21.3%
[metrics] IO Port Bufs: 9
[metrics] vertical die dimension: 84.1 um
[metrics] Vias/cell: 5.32
[metrics] number of pins exceeding their max-slew limit in the final report: 0
[metrics] global-route wire length before repair: 7030 um
[metrics] synthesized netlist cell count: 202
[metrics] dominant cell type by area after synthesis: sky130_fd_sc_hd__dfrtp_1
[metrics] cts repair resizes: 0
[metrics] transition time at the pin with the least slew margin: 0.626 ns
[metrics] Log Warnings: 25
[metrics] RSZ-0062 raised after global routing: no
[metrics] pin count of the biggest net entering global routing: 43
[metrics] Num CTS Buffers: 5
[metrics] antenna violations before repair: 0
[metrics] min cycle time layout: 2.39 ns
[metrics] biggest cell delay along the critical path: 0.61 ns
[metrics] wirelength, routed: 3940 um
[metrics] Rel. slew slack: 58.2%
## worst register-to-register path, stage by stage (launching register included)
cell	delay (ns)
sky130_fd_sc_hd__dfrtp_1	0.41
sky130_fd_sc_hd__ha_1	0.25
sky130_fd_sc_hd__and3_1	0.30
sky130_fd_sc_hd__nand2_1	0.26
sky130_fd_sc_hd__a211oi_2	0.61
sky130_fd_sc_hd__buf_4	0.34
sky130_fd_sc_hd__nor3_1	0.08
## kinds of logic (layout without fill, tap and decap cells)
kind of cell / count (synthesis) / count (layout) / synth area share [%]
flops: 42 / 42 / 52.3
xor+xnor: 12 / 12 / 5.19
simple gates: 87 / 87 / 23.6
mux: 4 / 4 / 1.98
compound gates: 39 / 39 / 12.9
buf+inv: 16 / 26 / 3.22
other cells: 1 / 6 / 0.185
fa+ha+maj: 1 / 1 / 0.618
## synthesized netlist by cell type
| master | n |
|---|---|
| sky130_fd_sc_hd__nand2_1 | 17 |
| sky130_fd_sc_hd__nand3_1 | 12 |
| sky130_fd_sc_hd__and4_1 | 3 |
| sky130_fd_sc_hd__o21ai_1 | 1 |
| sky130_fd_sc_hd__clkbuf_1 | 6 |
| sky130_fd_sc_hd__and3_1 | 5 |
| sky130_fd_sc_hd__xnor2_1 | 4 |
| sky130_fd_sc_hd__or3_1 | 2 |
| sky130_fd_sc_hd__a2111oi_0 | 1 |
| sky130_fd_sc_hd__dfstp_2 | 1 |
| sky130_fd_sc_hd__a211oi_1 | 9 |
| sky130_fd_sc_hd__dfrtp_1 | 40 |
| sky130_fd_sc_hd__o21ai_0 | 9 |
| sky130_fd_sc_hd__nor3b_1 | 1 |
| sky130_fd_sc_hd__clkbuf_2 | 1 |
| sky130_fd_sc_hd__nand4_1 | 7 |
| sky130_fd_sc_hd__conb_1 | 1 |
| sky130_fd_sc_hd__xor2_1 | 8 |
| sky130_fd_sc_hd__edfxtp_1 | 1 |
| sky130_fd_sc_hd__nor4_1 | 1 |
| sky130_fd_sc_hd__ha_1 | 1 |
| sky130_fd_sc_hd__or4_1 | 12 |
| sky130_fd_sc_hd__a211oi_2 | 2 |
| sky130_fd_sc_hd__or2_2 | 2 |
| sky130_fd_sc_hd__buf_2 | 3 |
| sky130_fd_sc_hd__o31ai_1 | 10 |
| sky130_fd_sc_hd__a21oi_1 | 7 |
| sky130_fd_sc_hd__inv_1 | 6 |
| sky130_fd_sc_hd__mux2i_1 | 4 |
| sky130_fd_sc_hd__nor3_1 | 16 |
| sky130_fd_sc_hd__nand4b_1 | 2 |
| sky130_fd_sc_hd__nor2_1 | 7 |
## stage by stage
stage | util (%) | instance area, um^2 | hold WS, ns | setup WS [ns]
final | 36.2 | 2330 | 0.530 | 3.71
after global routing | 36.2 | 2330 | 0.569 | 3.50
after CTS | 36.2 | 2330 | 0.529 | 3.72
after detailed placement | 34.4 | 2210 | 0.521 | 3.56
after global placement | 34.4 | 2210 | 0.522 | 3.58
after floorplan | - | 2040 | 0.487 | 3.61
## power groups by stage
stage	Clock [mW]	Combinational, mW	Sequential (mW)
CTS	0.214	0.00858	0.225
global route	0.224	0.00988	0.225
finish	0.209	0.00792	0.225
## final cells by class
cell class	instances	share of cell area, %
Sequential cell	42	45.4
Multi-Input combinational cell	149	39.7
Timing Repair Buffer	12	4.84
Tap cell	77	4.14
Clock buffer	5	2.96
Clock inverter	3	1.99
Inverter	6	0.968
## sequential cells by signal, summed over array words and instances, names as in the netlist
| register | cells |
|---|---|
| incr | 1 |
| led_flash_divider.counter | 32 |
| led_flash_divider.outclk | 1 |
| outLED | 8 |
## worst min-delay path by stage
stage	start	end	cells past startpoint
global route	led_flash_divider.counter[0]	led_flash_divider.counter[0]	1
CTS	led_flash_divider.counter[0]	led_flash_divider.counter[0]	1
finish	led_flash_divider.counter[0]	led_flash_divider.counter[0]	1
## placed cells by master, fill, tap and decap left out, types with 3 or more instances in the layout
master	Yosys	layout
sky130_fd_sc_hd__buf_4	0	3
sky130_fd_sc_hd__nand4_1	7	7
sky130_fd_sc_hd__conb_1	1	6
sky130_fd_sc_hd__nor3_1	16	16
sky130_fd_sc_hd__clkdlybuf4s50_1	0	9
sky130_fd_sc_hd__or4_1	12	12
sky130_fd_sc_hd__nand2_1	17	17
sky130_fd_sc_hd__nand3_1	12	12
sky130_fd_sc_hd__o31ai_1	10	10
sky130_fd_sc_hd__clkbuf_8	0	5
sky130_fd_sc_hd__xnor2_1	4	4
sky130_fd_sc_hd__and3_1	5	5
sky130_fd_sc_hd__mux2i_1	4	4
sky130_fd_sc_hd__o21ai_0	9	9
sky130_fd_sc_hd__a211oi_1	9	9
sky130_fd_sc_hd__dfrtp_1	40	40
sky130_fd_sc_hd__a21oi_1	7	7
sky130_fd_sc_hd__and4_1	3	3
sky130_fd_sc_hd__inv_1	6	5
sky130_fd_sc_hd__xor2_1	8	8
sky130_fd_sc_hd__nor2_1	7	7
## layer usage
metal / track usage [%] / up-vias / routed length, um
met5: 0 / - / 0
met1: 20.8 / 755 / 1980
met2: 18.1 / 24 / 1760
li1: - / 779 / -
met3: 2.01 / 7 / 135
met4: 1.72 / 0 / 69
Power figures rest on the tool's default switching activity, not on a simulated workload.
