==> design/flow/design.v <==
module freq_divider
	#(parameter DIV_BUS = 32)
	(input logic inclk, input logic rst, input logic [DIV_BUS - 1:0] div, output logic outclk);
	logic [DIV_BUS - 1:0] counter;
	always_ff @(posedge inclk, posedge rst) begin
		if(rst) begin
			counter <= 'b0;
		end
		else begin
			counter <= counter + 'd1;
			if (counter >= div - 'd1) 	counter <= 'b0;
			if(counter < (div >> 1)) 	outclk <= 1'b1;
			else 								outclk <= 1'b0;
		end
	end
endmodule
module tone_selector
#(  parameter DO = 32'd95602,
    parameter RE = 32'd85179,
    parameter MI = 32'd75873,
    parameter FA = 32'd71633,
    parameter SO = 32'd63857,
    parameter LA = 32'd56818,
    parameter TI = 32'd50659,
    parameter DO2 = 32'd47801)
(   input logic [3:0] switches,
    input logic clk,
    input logic rst,
    output logic out);
    logic div_out;
    logic [32:0] freq_sel;
    always_comb begin
	case(switches[3:1])
		3'd0: freq_sel = DO;
		3'd1: freq_sel = RE;
		3'd2: freq_sel = MI;
		3'd3: freq_sel = FA;
		3'd4: freq_sel = SO;
		3'd5: freq_sel = LA;
		3'd6: freq_sel = TI;
		3'd7: freq_sel = DO2;
		default: freq_sel = {32{1'bx}};
	endcase
    end
    freq_divider #(.DIV_BUS(32)) tone_gen(.inclk(clk), 
														.outclk(div_out), 
														.rst(rst), 
														.div(freq_sel[32:0]));
    assign out = ~switches[0] ? 1'b0 : div_out;
endmodule
==> design/flow/run.sh <==
#!/bin/bash
# OpenROAD 26Q1-2900-gdf79404cd8, Yosys 0.63+post, stock flow scripts
make -C /OpenROAD-flow-scripts/flow DESIGN_CONFIG=/design/flow/config.mk WORK_HOME=/design/flow/orfs finish
==> design/flow/config.mk <==
export PLATFORM = sky130hd
export DESIGN_NAME = tone_selector
export DESIGN_NICKNAME = tone_selector
export VERILOG_FILES = /design/flow/design.v
export SDC_FILE = /design/flow/constraint.sdc
export NUM_CORES = 4
export LEC_CHECK = 1
export CORE_UTILIZATION = 30
==> design/flow/constraint.sdc <==
current_design tone_selector

set clk_period 3.3
set clk_io_pct 0.2

create_clock -name clk0 -period $clk_period [get_ports {clk}]

set non_clock_inputs [all_inputs -no_clocks]
set_input_delay [expr $clk_period * $clk_io_pct] -clock clk0 $non_clock_inputs
set_output_delay [expr $clk_period * $clk_io_pct] -clock clk0 [all_outputs]
==> run summary <==
impl run done, here's what came out: area delta synth->final 26.8%, Floorplan Utilization 30.9%, total grt overflow 0, share of layout cells above drive strength 1 25.6%, Post-synth top flop dfrtp_1, WP data arrival 3340 ps, Worst Hold Depth 1, Commonest Layout Cell ha_1, Hold Path End tone_gen.counter[0], CTS H-tree lvls 2, Yosys Instances 325, Post-Syn Area 2840 sq um, Die Size 9870 sq um, post-synthesis cell count 325, register share after synthesis 29.2%, ANT nets after route 0, Worst R2R Start tone_gen.counter[18], AND-OR/OR-AND Cells, Area Fraction 10.2%, Die Wd 99.3 um, FF-to-FF path depth 9, Main logic family simple AND/OR/NAND/NOR gates, reg2reg end tone_gen.counter[24], Worst Skew 5.90 ps, ys async rst share 97.0%, count of tool warnings 30, number of buffers created by CTS 5, n_diodes 0, hold_sp tone_gen.counter[0], clock sink total 33, Hold Path Class reg -> reg, hold slack final 570 ps, worst slew pin tran 594 ps, Hold Vio Cnt, Final 0, initial antenna violation count 0, Worst-path clk slew 70 ps, Post-synth EDFFs 1, TritonCTS clock tree done, Slowest-stage cell, CP ha_2, RSZ-0062 raised after global routing no, global-route wire length before repair 11600 um, DRC viols 0, buffers added on ports 6, drt pass-1 iters 4, Synth flops 33, ordered list of cells on the worst path dlygate4sd2_1, buf_6, or2_4, and2_4, ha_4, and3_1, nand3_2, nor2_2, xnor2_1, o21ai_1, ha_2, nand4_1, o31ai_2, a41o_4, buf_12, buf_16, nor2_2, pin count of the biggest net entering global routing 33, Vias 2451, RD Place Congestion 0.896, cycle use final 95.7%, critical path data required time 3480 ps, most used cell, CP nor2_2, Worst Setup Start Kind primary input, Area after DPL 3320 sq um, Critical Path Sink Type flop, # rows 35, total track usage 14.8%, Pwr Density 238 nW/um^2, Iter 0 DRT Violations 124, Max Transition Viols Final 0, Final Util 39.2%, final instance area 3600 sq um, vias per std cell 5.00, Ys Warns 3, max cap viols 0, yosys stat area 2840 sq um, total power draw 0.859 mW, Tmin final 3160 ps, fmax 317 MHz, MUX area fraction 1.10%, clk root buf clkbuf_8, critical path type in -> reg, yosys adder share 18.8%, Max FO, Critical Path 8, Die Y 99.3 um, final setup fails 0, vias in the first global route 2391, WL per Instance 13.5 um, VDD IR-drop max 0.136 mV, post-DP HPWL 5090 um, XOR Share, Synth 10.8%, final WL 6630 um, Simple Share, Synth 26.8%, Longest Clk Path Bufs 2, worst-skew pair later-pin latency 290 ps, highest-count cells in the layout ignoring fill and taps ha_1, nor2_1, buf_4, Avg Cell Area, Syn 8.75 sq um, status completed, R2R setup slack 1110 ps, crit-path max cell delay 310 ps, max_slew headroom 60.0%, core outline area 9200 sq um, io pins 7, Yosys cell types 51, P_leak 1.69 nW
layout make-up:
class	instances	area, sq um
multi-input cells	280	2100
clock inverters	3	17.5
inverters	12	45.0
fillers	900	5590
flip-flops and latches	33	831
well taps	111	139
clock buffers	5	68.8
repair buffers	46	402
metal layers:
layer	track usage, %	routed length (um)	vias to the layer above
li1	-	-	1260
met1	22.5	3300	1155
met2	23.8	3050	29
met3	1.43	165	7
met4	2.15	114	0
met5	0	0	-
logic make-up after synthesis:
kind of cell    after synthesis
simple gates                148
compound gates               44
fa+ha+maj                    43
xor+xnor                     35
flops                        33
buf+inv                      18
mux                           3
other cells                   1
worst max-delay path by stage:
stage / startpoint / endpoint / slack (ps) / cells past startpoint
after global routing: switches[2] / tone_gen.counter[24] / 20 / 19
final: switches[3] / tone_gen.counter[24] / 140 / 17
after CTS: switches[1] / tone_gen.counter[15] / 4 / 17
through the flow:
stage,setup TNS (ps),instances,setup WS [ps]
floorplan,0,331,21.9
global placement,-12920,474,-523
detailed placement,-15350,474,-628
CTS,0,490,3.55
global route,0,490,19.6
finish,0,490,142
worst max-delay path, delay by kind of cell:
kind | cells | cell delay (ps)
adders and majority gates | 2 | 470
and+or+nand+nor | 7 | 830
buffers and inverters | 4 | 610
AOI/OAI and AO/OA | 3 | 630
xor gates and xnor gates | 1 | 140
synthesized netlist by cell type, drive strengths merged, types with 2 or more instances:
master | number | area, sq um
nor2 | 53 | 226
ha | 42 | 526
nand2 | 33 | 124
dfrtp | 32 | 801
xor2 | 19 | 166
o21ai | 16 | 80.1
xnor2 | 16 | 140
nand3 | 15 | 75.1
nand4 | 14 | 93.8
inv | 11 | 41.3
a21oi | 8 | 40.0
nor4 | 6 | 37.5
and3 | 5 | 31.3
and4 | 4 | 37.5
a21o | 3 | 22.5
and2 | 3 | 18.8
buf | 3 | 27.5
clkbuf | 3 | 11.3
nor2b | 3 | 18.8
nor3 | 3 | 26.3
o31ai | 3 | 22.5
or4 | 3 | 26.3
a2111oi | 2 | 17.5
mux2i | 2 | 20.0
o21a | 2 | 15.0
o41ai | 2 | 17.5
or2 | 2 | 12.5
repair_timing:
| item | in CTS | in global routing |
|---|---|---|
| hold endpoints to repair | 0 | 0 |
| gates resized | 21 | 22 |
| setup endpoints to repair | 25 | 25 |
| setup buffers | 8 | 1 |
| pin swaps | 14 | 14 |
| cloned | 1 | 0 |
| hold buffers | 0 | 0 |
power breakdown:
group / leakage, nW / internal [mW] / switching [mW]
clock: 0.0439 / 0.145 / 0.149
combinational: 1.21 / 0.0775 / 0.0806
sequential: 0.431 / 0.406 / 0.0000426
sequential cells by signal (all words and copies together), names as in the netlist:
name	count
tone_gen.outclk	1
tone_gen.counter	32
Power is estimated from default activity; no workload was simulated.
